===== ./constraint.sdc =====
current_design led_driver

set clk_period 7.7
set clk_io_pct 0.2

create_clock -name clk0 -period $clk_period [get_ports {CLK}]

set non_clock_inputs [all_inputs -no_clocks]
set_input_delay [expr $clk_period * $clk_io_pct] -clock clk0 $non_clock_inputs
set_output_delay [expr $clk_period * $clk_io_pct] -clock clk0 [all_outputs]

===== ./design.v =====
module counter16 #(
	parameter min = 8'h00, 
	parameter max = 8'hFF, 
	parameter init = min 
) (
	input e, 
	output reg [7:0] q
);
	initial q = init;
	wire sw_add = q == min;
	wire sw_sub = q == max;
	reg op = 1'b0;
	wire op_add = (~op & ~sw_add & ~sw_sub) | (op & sw_add);
	always @(negedge e) begin
		op <= sw_add ? 1'b0 : (sw_sub ? 1'b1 : op);
		q <= op_add ? (q + 8'h1) : (q - 8'h1);
	end
endmodule
module led_driver(
	input CLK, 
	output LED_R, 
	output LED_G, 
	output LED_B, 
	output VAL_CLK, 
	output PWM_CLK
);
	wire val_clk, pwm_clk;
	assign VAL_CLK = val_clk;
	assign PWM_CLK = pwm_clk;
	wire [7:0] led_pwm_val_r, led_pwm_val_g, led_pwm_val_b;
	counter16 #(
		.min(8'd0),
		.max(8'd124),
		.init(8'd31)
	) led_cnt_r (
		.e(val_clk), 
		.q(led_pwm_val_r)
	);
	counter16 #(
		.min(8'd0),
		.max(8'd124),
		.init(8'd62)
	) led_cnt_g (
		.e(val_clk), 
		.q(led_pwm_val_g)
	);
	counter16 #(
		.min(8'd0),
		.max(8'd124),
		.init(8'd93)
	) led_cnt_b (
		.e(val_clk), 
		.q(led_pwm_val_b)
	);
	psc4 #(
		.div(4'd9)
	) pwm_scl (
		.clk(pwm_clk),
		.q(val_clk)
	);
	tim16 #(
		.psc(16'd24)
	) led_pwm_tim (
		.clk(CLK),
		.en(1'b1),
		.arr(16'd999), 
		.out(pwm_clk),
		.cmp0({ 5'b0, led_pwm_val_r, 3'b0 }), 
		.cmp1({ 5'b0, led_pwm_val_g, 3'b0 }),
		.cmp2({ 5'b0, led_pwm_val_b, 3'b0 }),
		.cmp0_out(LED_R),
		.cmp1_out(LED_G),
		.cmp2_out(LED_B)
	);
endmodule
module psc4 #(
	parameter div = 4'b1
) (
	input clk, 
	output q
);
	reg [3:0] cnt = div;
	assign q = cnt == 4'b0;
	always @(negedge clk) begin
		cnt <= cnt == 4'b0 ? div : (cnt - 4'b1);
	end
endmodule
module tim16 #(
	parameter psc = 16'h0
) (
	input clk, 
	input en, 
	input [15:0] arr, 
	input [15:0] cmp0, 
	input [15:0] cmp1,
	input [15:0] cmp2, 
	input [15:0] cmp3,
	output out, 
	output cmp0_out,
	output cmp1_out,
	output cmp2_out,
	output cmp3_out
);
	reg [15:0] psc_cnt = psc;
	wire inc_cnt = psc_cnt == 16'h0;
	reg prl_empty = 1'b1;
	reg [15:0] prl_arr = 16'h0;	
	reg [15:0] cnt = 16'h0;
	wire rst_cnt = cnt == (prl_empty ? arr : prl_arr);
	assign out = rst_cnt;
	reg [15:0] prl_cmp0 = 16'b0;
	reg [15:0] prl_cmp1 = 16'b0;
	reg [15:0] prl_cmp2 = 16'b0;
	reg [15:0] prl_cmp3 = 16'b0;
	assign cmp0_out = en & (cnt <= (prl_empty ? cmp0 : prl_cmp0));
	assign cmp1_out = en & (cnt <= (prl_empty ? cmp1 : prl_cmp1));
	assign cmp2_out = en & (cnt <= (prl_empty ? cmp2 : prl_cmp2));
	assign cmp3_out = en & (cnt <= (prl_empty ? cmp3 : prl_cmp3));
	always @(negedge clk) begin
		if (en & prl_empty) begin
			prl_arr <= arr;
			prl_cmp0 <= cmp0;
			prl_cmp1 <= cmp1;
			prl_cmp2 <= cmp2;
			prl_cmp3 <= cmp3;
			prl_empty <= 1'b0;
		end
		if (en & inc_cnt & rst_cnt) begin
			prl_cmp0 <= cmp0;
			prl_cmp1 <= cmp1;
			prl_cmp2 <= cmp2;
			prl_cmp3 <= cmp3;
			prl_arr <= arr;
		end
		if (en & inc_cnt) begin
			cnt <= rst_cnt ? 16'h0 : cnt + 16'h1;
		end
		if (en) begin
			psc_cnt <= inc_cnt ? psc : psc_cnt - 16'h1;
		end
	end
endmodule

===== ./config.mk =====
export PLATFORM = sky130hd
export DESIGN_NAME = led_driver
export DESIGN_NICKNAME = led_driver
export VERILOG_FILES = /design/flow/design.v
export SDC_FILE = /design/flow/constraint.sdc
export NUM_CORES = 4
export LEC_CHECK = 1
export CORE_UTILIZATION = 30

===== ./run.sh =====
#!/bin/bash
# OpenROAD 26Q1-2900-gdf79404cd8, Yosys 0.63+post, stock flow scripts
make -C /OpenROAD-flow-scripts/flow DESIGN_CONFIG=/design/flow/config.mk WORK_HOME=/design/flow/orfs finish

==> impl_metrics.toml <==
# implementation run metrics
[outcome]
outcome = "finished with violations"
failed_checks = "setup timing"

[sta]
untimed_endpoints = 32
unclocked_pins = 31
worst_pin_slew_ns = 0.785
slew_violations = 0
holdWs_ns = 0.445
fin_setup_tns_ns = -0.166
fin_skew_ns = 0.0237
slew_headroom = 0.477
rsz0062_at_grt = "yes"
hold_viol_final = 0
worst_slack_ns = -0.0761
setup_viol = 3

[power]
pwr_density_cell_nw_per_um2 = 143
ir_drop_mv = 0.116
leakagePower_nw = 3.70
total_power_w = 0.00125

[clock_network]
htree_num_levels = 3
worstSkewPairLatency_ns = 0.42
cts_buffer_depth = 2
numCtsBuffers = 9
cts-root-buf = "clkbuf_16"
cts_tree = "built"
cts.clk_slew.worst_paths_ns = 0.04

[floorplanning]
die-width_um = 153
fp-utilization = 0.310
die_area_um2 = 23300
io_pins = 6
die-height_um = 153
fp-row-count = 54
fp.coreArea_um2 = 22000

[layout]
layout-drive-gt1-share = 0.176
syn2layout_area_growth_pct = 28.4
final_util = 0.398
final_area_um2 = 8760
lay_top_cells = "138 x inv_1, 111 x dfxtp_1, 75 x nor2_1"
mostFrequentLayoutCell = "inv_1"

[worst_setup_path]
crit_family = "AND-OR/OR-AND gates"
critPathBufInv = 3
crit_path_max_fanout = 7
worstPathCellList = "buf_12, buf_12, mux2i_4, ha_1, a21o_1, a21o_1, a21oi_2, a21oi_2, o22ai_2, buf_2"
arrival_ns = 6.24
crit_required_ns = 6.16
criticalPathCategory = "register to output pin"
worstSetupStartpointType = "register"
crit_path_end_kind = "output pin"
critPathSlowestCell = "dfxtp_4"
max_stage_delay_ns = 0.37

[logic_synthesis]
yosysUniqueCellTypes = 53
synth-simple-area-share = 0.185
mux_area_frac = 0.0780
async_flop_share = 0
ys_seq_share = 0.399
ff_type = "dfxtp_1"
yosysWarnings = 5
xor_share = 0.0642
synth-edff-count = 16
yosys_register_bits = 128
ys_area_um2 = 6820
synthAdderAreaFrac = 0.135
syn_inst = 707
synth-compound-area-share = 0.0954
postSynthAreaPerCell_um2 = 9.65
synth.cell_area_um2 = 6820
ys_top_logic_family = "simple AND/OR/NAND/NOR gates"
ys_cells = 707

[grt]
grt_pass1_wl_um = 25000
grt-ovfl-total = 0
antenna_found_initial = 0
grt_max_degree = 38
grt_pass1_vias = 5353
grt.total_usage = 0.133

[flow_run]
drv_cap = 0
warning_count = 124

[routing]
wl_per_cell_um = 12.3
drt-initial-drc-count = 232
drc_errors = 0
antenna_cells_inserted = 0
drt_pass1_iterations = 4
vias = 5355
ant_nets = 0
via_per_inst = 4.66
drt-total-wl_um = 14200

[placed_design]
dp_hpwl_um = 9500
placement.cell_area_um2 = 7460
io_buffers = 5
gp_congestion = 0.785

[worst_hold_path]
hold_path_class = "register to register"
[worst paths after layout]
path                                          startpoint                        to  slack, ns  cells after the start
worst min-delay path            led_pwm_tim.prl_cmp0[15]  led_pwm_tim.prl_cmp0[15]       0.44                      2
worst min register to register  led_pwm_tim.prl_cmp0[15]  led_pwm_tim.prl_cmp0[15]       0.44                      2
worst max register to register    led_pwm_tim.psc_cnt[3]   led_pwm_tim.prl_cmp2[8]       3.79                      7
worst max-delay path               led_pwm_tim.prl_empty                     LED_B      -0.08                     10
[sequential cells by signal, indices dropped and copies added (netlist names), 4 cells and up]
name                  cells
led_cnt_b.q               8
led_cnt_g.q               8
led_cnt_r.q               8
led_pwm_tim.cnt          16
led_pwm_tim.prl_arr      16
led_pwm_tim.prl_cmp0     16
led_pwm_tim.prl_cmp1     16
led_pwm_tim.prl_cmp2     16
led_pwm_tim.psc_cnt      16
pwm_scl.cnt               4
[final cells by class]
type / instances / area, µm²
fill: 2085 / 13300
inverter: 42 / 158
sequential: 128 / 2730
clock inverter: 102 / 428
clock buffer: 9 / 225
multi-input combinational: 514 / 4180
tap: 280 / 350
timing repair buffer: 74 / 692
[cell usage after synthesis, types with 4 or more instances]
master / n / area (µm²)
or4_1: 7 / 52.6
and2_1: 5 / 31.3
o21a_1: 9 / 67.6
a21oi_1: 29 / 145
buf_6: 5 / 56.3
xnor2_1: 35 / 307
nor3b_1: 10 / 75.1
a21boi_0: 4 / 30.0
ha_1: 69 / 863
o22ai_1: 8 / 50.1
nand2_1: 37 / 139
clkbuf_1: 10 / 37.5
edfxtp_1: 16 / 480
inv_1: 43 / 161
nor2b_1: 22 / 138
nand2b_1: 8 / 50.1
or3_1: 13 / 81.3
nor3_1: 15 / 75.1
dfxtp_1: 112 / 2240
nand4_1: 8 / 50.1
nand3_1: 11 / 55.1
nor2_1: 75 / 282
and4_1: 6 / 52.6
o21ai_0: 19 / 95.1
xor2_1: 15 / 131
mux2i_1: 52 / 521
a21o_1: 21 / 158
[worst register-to-register path: stages, from the launching register on]
cell and delay [ns]:
dfxtp_1 0.32, or3_1 0.40, or3b_1 0.48, or3_4 0.43
nor2b_4 0.61, and2_2 0.82, buf_4 0.54, mux2i_1 0.24
[kinds of logic after synthesis]
kind of cell	Yosys count
flip-flops	128
XOR/XNOR	50
multiplexers	53
AND/OR/NAND/NOR	236
buffers and inverters	65
AND-OR/OR-AND	102
adder cells (fa/ha/maj)	72
other	1
[through the flow]
stage / worst slack (ns) / cells
detailed placement: -0.138 / 1014
global placement: -0.116 / 1014
CTS: -0.0799 / 1149
global route: -0.191 / 1149
floorplan: 0.0151 / 707
finish: -0.0761 / 1149
[layer usage]
layer	global-route usage	vias to the layer above	routed length [µm]
li1	-	2796	-
met1	0.196	2451	7320
met2	0.192	88	6030
met3	0.0385	20	656
met4	0.0375	0	157
met5	0	-	0
[where the power goes]
| part | total, W | internal, W | switching, W | leakage [nW] |
|---|---|---|---|---|
| clock | 0.000640 | 0.000318 | 0.000323 | 0.656 |
| combinational | 0.0000828 | 0.0000495 | 0.0000333 | 2.01 |
| sequential | 0.000532 | 0.000527 | 0.00000442 | 1.03 |
[what timing repair did]
item | 4_1_cts | 5_1_grt
hold buffers | 0 | 0
gates resized | 94 | 11
setup endpoints to repair | 4 | 4
pin swaps | 51 | 3
gates cloned | 2 | 0
buffers inserted | 25 | 0
Power and IR drop assume default switching activity.
